==> ./design.v <==
module UART_RX_to_AXIS
#(
    parameter int CLK_FREQ = 100,        
    parameter int BIT_RATE = 115200,     
    parameter int BIT_PER_WORD = 8,      
    parameter int PARITY_BIT = 0,        
    parameter int STOP_BITS_NUM = 1      
)
(
    input  logic aclk, aresetn,
    output logic [7:0] tdata,
	output logic tuser, tvalid,
    input logic RX    
);
enum logic[2:0] {IDLE, START, DATA, PARITY, STOP1, STOP2, OUT_RDY} State, Next_State;
localparam int Cycle_per_Period = CLK_FREQ * (10**6) / BIT_RATE;
localparam int Cycle_per_Period_Half = Cycle_per_Period/2;
logic RX_Falling;
logic [1:0] RX_Falling_Reg;
logic [17:0] Clk_Count, Clk_Count_Max;
logic Clk_Count_En, Clk_Count_Done;
logic [3:0] Bit_Count;
logic Bit_Count_Done;
logic [BIT_PER_WORD-1:0] Data_Shift_Reg;
logic Parity_Err;
always_ff @(posedge aclk) begin
    if(!aresetn)
        RX_Falling_Reg <= 'b1;
    else
        RX_Falling_Reg <= {RX_Falling_Reg[0], RX};  
end        
assign RX_Falling = RX_Falling_Reg[1] & ~RX_Falling_Reg[0];      
always_ff @(posedge aclk) begin
    if(!aresetn)
        Clk_Count <= 'b0;
    else if(Clk_Count_En) begin
        Clk_Count <= Clk_Count + 1;
        if (Clk_Count == Clk_Count_Max)
            Clk_Count <= 'b0;
    end    
end        
assign Clk_Count_Done = (Clk_Count == Clk_Count_Max) ? 1'b1 : 1'b0; 
always_ff @(posedge aclk) begin
    if(!aresetn)
        Bit_Count <= 'b0;
    else if(Clk_Count_Done && State == DATA) begin
        Bit_Count <= Bit_Count + 1;
        if (Bit_Count == BIT_PER_WORD-1)
            Bit_Count <= 'b0;
    end    
end        
assign Bit_Count_Done = (Bit_Count == BIT_PER_WORD-1 && Clk_Count_Done) ? 1'b1 : 1'b0; 
always_ff @(posedge aclk) begin
    if(!aresetn)
        Data_Shift_Reg <= 'b0;
    else if(Clk_Count_Done && State == DATA) 
        Data_Shift_Reg <= {RX, Data_Shift_Reg[BIT_PER_WORD-1:1]};        
end        
assign tdata = Data_Shift_Reg;
assign tuser = Parity_Err;
assign tvalid = (State == OUT_RDY) ? 1'b1 : 1'b0;
always_ff @(posedge aclk) begin
    if(!aresetn)
        Parity_Err <= 'b0;
    else if(Clk_Count_Done && State == PARITY)
        unique case(PARITY_BIT) 
            0: Parity_Err <= 'b0;
            1: Parity_Err <= ~(^{Data_Shift_Reg[BIT_PER_WORD-1:0], RX});   
            2: Parity_Err <= ^{Data_Shift_Reg[BIT_PER_WORD-1:0], RX}; 
        endcase       
end        
always_ff @(posedge aclk) 
    if(!aresetn)
        State <= IDLE;
    else
        State <= Next_State;
always_comb
    unique case(State)
        IDLE, OUT_RDY: begin
            Clk_Count_En = 1'b0;
            Clk_Count_Max = Cycle_per_Period;
        end
        START: begin
            Clk_Count_En = 1'b1;
            Clk_Count_Max = Cycle_per_Period_Half;
        end
        DATA, PARITY, STOP1, STOP2: begin
            Clk_Count_En = 1'b1;
            Clk_Count_Max = Cycle_per_Period;
        end
    endcase
always_comb
    unique case(State)
        IDLE:  
            Next_State = (RX_Falling) ? START : IDLE;
        START:  
            Next_State = (Clk_Count_Done) ? DATA : START; 
        DATA:  
            if (Bit_Count_Done)
                if (PARITY_BIT)
                    Next_State = PARITY;
                else
                    Next_State = STOP1;  
            else
                Next_State = DATA; 
        PARITY:  
            Next_State = (Clk_Count_Done) ? STOP1 : PARITY; 
        STOP1:  
            if (Clk_Count_Done)
                if (STOP_BITS_NUM == 1)
                    Next_State = OUT_RDY;
                else
                    Next_State = STOP2;  
            else
                Next_State = STOP1; 
        STOP2:  
            Next_State = (Clk_Count_Done) ? OUT_RDY : STOP2;
        OUT_RDY:  
            Next_State = IDLE;
    endcase
endmodule
==> ./run.sh <==
#!/bin/bash
# OpenROAD 26Q1-2900-gdf79404cd8, Yosys 0.63+post, stock flow scripts
make -C /OpenROAD-flow-scripts/flow DESIGN_CONFIG=/design/flow/config.mk WORK_HOME=/design/flow/orfs finish
==> ./config.mk <==
export PLATFORM = sky130hd
export DESIGN_NAME = UART_RX_to_AXIS
export DESIGN_NICKNAME = UART_RX_to_AXIS
export VERILOG_FILES = /design/flow/design.v
export SDC_FILE = /design/flow/constraint.sdc
export NUM_CORES = 4
export LEC_CHECK = 1
export CORE_UTILIZATION = 40
==> ./constraint.sdc <==
current_design UART_RX_to_AXIS

set clk_period 2.8
set clk_io_pct 0.2

create_clock -name clk0 -period $clk_period [get_ports {aclk}]

set non_clock_inputs [all_inputs -no_clocks]
set_input_delay [expr $clk_period * $clk_io_pct] -clock clk0 $non_clock_inputs
set_output_delay [expr $clk_period * $clk_io_pct] -clock clk0 [all_outputs]
==> flow_summary.rst <==
Synthesis and place-and-route
=============================

.. list-table::
   :header-rows: 1

   * - Metric
     - Value
   * - Run status
     - complete, no violations
   * - Final setup skew
     - 0.00738 ns
   * - Root Driver
     - sky130_fd_sc_hd__clkbuf_8
   * - Clock tree from TritonCTS
     - yes
   * - Total via count in the routed design
     - 1546
   * - Headroom to the max-slew limit
     - 0.502
   * - Drt drc
     - 0
   * - Total power per unit cell area
     - 443 nW/µm²
   * - Synthesized area divided by synthesized cell count
     - 9.47 µm²
   * - Number of warnings printed during yosys synthesis
     - 1
   * - Setup slack, reg-to-reg
     - 0.65 ns
   * - Count of input and output buffers
     - 11
   * - Area growth from synthesis to layout
     - 11.4%
   * - Total negative slack
     - 0 ns
   * - Drt first pass iters
     - 4
   * - Dominant kind of combinational cell
     - simple AND/OR/NAND/NOR gates
   * - Dominant logic cell type in the layout
     - sky130_fd_sc_hd__dfxtp_1
   * - Horizontal die size
     - 71.7 µm
   * - Post-synthesis mux area share
     - 0.0671
   * - Tightest Hold Check Type
     - reg -> reg
   * - Yosys cell types
     - 53
   * - Initial antenna violation count
     - 0
   * - Synth Area in Compound Gates
     - 0.199
   * - First-pass GRT wire length
     - 6.73 mm
   * - Cell type with the largest total area
     - sky130_fd_sc_hd__dfxtp_1
   * - RR Startpoint
     - State[2]$_DFF_P_
   * - Buffer levels on the longest clock path
     - 2
   * - Tool warnings
     - 25
   * - Kind of critical path
     - reg -> reg
   * - Worst reg-to-reg path cell count
     - 4
   * - Number of standard cells reported by yosys
     - 205
   * - Worst min-delay path startpoint
     - RX_Falling_Reg[0]$_SDFF_PN1_
   * - Reg-to-reg critical path endpoint
     - Data_Shift_Reg[6]$_SDFFE_PN0P_
   * - Number of enable-type register cells in the synthesized netlist
     - 0
   * - Boundary pin count
     - 13
   * - Number of buffers created by CTS
     - 5
   * - Core Area
     - 4500 µm²
   * - Number of cells on the critical path
     - 4
   * - Peak supply drop
     - 326 µV
   * - Via count of the first global-routing pass
     - 1423
   * - Max-capacitance violation count
     - 0
   * - Sort of element at the end of the critical path
     - flip-flop
   * - Proportion of layout cells with a drive suffix above 1
     - 0.124
   * - Hold buffer count at CTS
     - 0
   * - Floorplan core density
     - 0.431
   * - Post-CTS setup repair buffer count
     - 0
   * - Final core occ
     - 0.480
   * - Dpl hpwl
     - 2.63 mm
   * - Total global routing track utilization
     - 0.166
   * - Fraction of the mapped netlist area in adder cells
     - 0.0129
   * - GP Congestion
     - 0.845
   * - Leakage power figure
     - 0.687 nW
   * - Worst hold stages
     - 1
   * - Chip Footprint
     - 5130 µm²
   * - Chip area from the yosys synthesis statistics
     - 1940 µm²
   * - Synth Area in XOR/XNOR
     - 0.00903
   * - Synthesized cell area
     - 1940 µm²
   * - Biggest area contributors in the synthesized netlist
     - sky130_fd_sc_hd__dfxtp_1 40%, sky130_fd_sc_hd__mux2i_1 6.7%, sky130_fd_sc_hd__a211oi_2 5.8%, sky130_fd_sc_hd__nand2_1 5.2%, sky130_fd_sc_hd__o21ai_0 2.1%
   * - Average wire per standard cell
     - 14.3 µm
   * - Synthesized instance count
     - 205
   * - Largest net degree at the start of global routing
     - 19
   * - Starting DRC count in detailed routing
     - 128
   * - Count of buffering cells on the critical path with inverters included
     - 0
   * - Category of cells accounting for the largest share of critical-path delay
     - simple AND/OR/NAND/NOR gates
   * - Hold Fails Final Rpt
     - 0
   * - Slew @ Worst Pin
     - 0.747 ns
   * - Final Max Tran Viols
     - 0
   * - Async set-reset flop share out of synthesis
     - 0
   * - Registers, synthesis
     - 39
   * - Timing-limited maximum frequency
     - 0.466 GHz
   * - CP Max Fanout
     - 10
   * - Register area share after synthesis
     - 0.402
   * - Setup repair after global routing missed its margin
     - no
   * - Yosys top cell area share
     - 0.402
   * - Number of rows created at floorplan
     - 24
   * - Clock latency on the worst-skew pair
     - 0.29 ns
   * - Remaining antenna violation count
     - 0
   * - Post-CTS sizing
     - 0
   * - Clock-pin slew on the worst setup and hold paths
     - 0.07 ns
   * - Final setup violation count
     - 0
   * - Main flop type
     - sky130_fd_sc_hd__dfxtp_1
   * - Slowest CP cell
     - sky130_fd_sc_hd__a21oi_2
   * - Global route overflow
     - 0
   * - Dominant logic cell types in the final layout
     - 39 x sky130_fd_sc_hd__dfxtp_1, 27 x sky130_fd_sc_hd__nand2_1, 13 x sky130_fd_sc_hd__mux2i_1, 11 x sky130_fd_sc_hd__clkdlybuf4s50_1, 9 x sky130_fd_sc_hd__a211oi_2
   * - Cycle use final
     - 0.767
   * - End point of the worst hold path
     - RX_Falling_Reg[1]$_SDFF_PN0_
   * - Simple-gate share of the synthesized area
     - 0.262
   * - Filler instances
     - 425
   * - Worst Path Arrival
     - 2.37 ns
   * - Vert. Die Dim
     - 71.7 µm
   * - Routed vias/inst
     - 5.75
   * - Final period demand of the worst path
     - 2.15 ns
   * - TritonCTS sink count
     - 39
   * - Max stage delay on crit path
     - 0.71 ns
   * - Max H-tree Level
     - 2
   * - Critical-path cell list
     - nor4_1 -> nand4_1 -> a21oi_2 -> mux2i_1
   * - Data required time at the worst endpoint
     - 3.02 ns
   * - Antenna diode count
     - 0
   * - Total Routed Length
     - 3.85 mm
   * - Worst setup SP type
     - flip-flop
==> worst max path at each step <==
stage / start / endpoint / slack, ns
after CTS: State[2]$_DFF_P_ / Data_Shift_Reg[6]$_SDFFE_PN0P_ / 0.64
after global routing: State[2]$_DFF_P_ / Data_Shift_Reg[5]$_SDFFE_PN0P_ / 0.47
final: State[2]$_DFF_P_ / Data_Shift_Reg[6]$_SDFFE_PN0P_ / 0.65
==> layer usage <==
metal,wire [µm],vias up,track usage
met5,0,-,0
met4,66,0,0.0327
met3,150,7,0.0285
met2,1620,33,0.253
met1,2010,708,0.257
li1,-,798,-
==> report_power, final <==
part	internal, mW	total [mW]	leakage [nW]	switching (mW)
logic	0.0113	0.0312	0.330	0.0199
registers	0.558	0.563	0.315	0.00424
clock network	0.175	0.363	0.0422	0.189
==> per-stage QoR <==
stage                     hold slack, ns  total power, mW  worst slack (ns)  cells  instance area, µm²
after floorplan                    0.420            0.597             0.963    205                1940
after global routing               0.509             1.00             0.467    269                2160
after detailed placement           0.446            0.607             0.669    261                2080
after CTS                          0.463            0.967             0.643    269                2160
after global placement             0.443            0.606             0.720    261                2080
final                              0.458            0.957             0.653    269                2160
==> final cells by class <==
class                   count  area [µm²]  share of cell area
flip-flops and latches     39         781               0.361
inverters                   4        15.0             0.00694
repair buffers             16         148              0.0683
clock buffers               7        76.3              0.0353
clock inverters             1        5.00             0.00231
well taps                  52        65.1              0.0301
multi-input cells         150        1070               0.496
==> worst reg2reg max path, delay by kind of cell, from the launching register on <==
family / cells / cell delay, ns
flops: 1 / 0.37
mux: 1 / 0.25
compound gates: 1 / 0.71
simple gates: 2 / 0.75
==> cell usage after synthesis, drive strengths merged (4+ instances only) <==
cell / number
dfxtp: 39
nand2: 27
mux2i: 13
a211oi: 11
o21ai: 8
nor2: 7
buf: 6
clkbuf: 6
nor4: 6
or3: 6
nand3: 5
nand4: 5
or4: 5
and3: 4
and4: 4
inv: 4
nand2b: 4
o31ai: 4
==> state kept, by name, summed over array words and instances (netlist names) <==
name / count
Bit_Count: 4
Data_Shift_Reg: 8
Clk_Count: 18
RX_Falling_Reg: 2
State: 7
==> logic make-up after synthesis <==
| kind of cell | after synthesis |
|---|---|
| XOR/XNOR | 2 |
| other | 1 |
| adder cells (fa/ha/maj) | 2 |
| multiplexers | 13 |
| AND-OR/OR-AND | 44 |
| AND/OR/NAND/NOR | 88 |
| buffers and inverters | 16 |
| flip-flops | 39 |
Power and IR drop assume default switching activity.
